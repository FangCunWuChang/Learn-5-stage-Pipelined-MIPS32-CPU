==> design.v <==
module MUX #(
    parameter WIDTH = 32
) (
    output wire [WIDTH-1:0] out, 
    input  wire [WIDTH-1:0] in1, in2,
    input  wire             sel
);
assign out = (sel) ? in1 : in2;
endmodule
module Register_File #(
    parameter WIDTH  = 32,   
    parameter DEPTH  = 32   
) ( 
    output wire  [WIDTH-1:0]            readData1, readData2,
    input  wire  [WIDTH-1:0]            writeData,
    input  wire  [$clog2 (DEPTH)-1:0]   readAddr1, readAddr2, writeAddr,
    input  wire                         writeEnable, 
    input  wire                         clk, 
    input  wire                         reset
);
reg [WIDTH-1:0] MEM [0:DEPTH-1];
integer i;
always @ (negedge clk or negedge reset)
    begin
        if (!reset)
            begin 
                for (i=0; i<DEPTH; i=i+1)
                    begin
                        MEM [i] <= { (WIDTH) {1'b0} };
                    end
            end
        else if (writeEnable) 
            begin
                MEM[writeAddr] <= writeData;
            end
    end 
assign readData1 = MEM[readAddr1];
assign readData2 = MEM[readAddr2];
endmodule
module decodeStage (
    input    wire           regWriteW,
    input    wire   [31:0]  instrD, resultW, aluOutM, pcPlus4D,
    input    wire   [4:0]   writeRegW,
    input    wire           forwardAD, forwardBD,
    input    wire           clk, rst,
    output   wire   [5:0]   opCode, func,
    output   wire   [31:0]  rd1D, rd2D, signImmD,
    output   wire   [31:0]  pcBrancD, pcJumpD,
    output   wire   [4:0]   rsD, rtD, rdE,
    output   wire           equalD
);
wire    [31:0]  signImmDTimes4;
wire    [31:0]  equalDIn1, equalDIn2;
assign  opCode    =   instrD[31:26];
assign  func      =   instrD[5:0];
assign  rsD       =   instrD[25:21];
assign  rtD       =   instrD[20:16];
assign  rdE       =   instrD[15:11];
signExtend #(32,16) U1_signExtend (
    .dataOut(signImmD),
    .dataIn(instrD[15:0])
);                           
shiftLeftTwice #(32) U2_shiftLeftTwice (
    .out(signImmDTimes4),
    .in(signImmD)
);                           
pcBranch #(32)  U3_pcBranch (
    .pcBranch(pcBrancD),
    .shiftedSignImm(signImmDTimes4),
    .pcPlusFour(pcPlus4D)
);                           
shiftLeftTwice #(32, 26) U4_shiftLeftTwice (
    .out(pcJumpD),
    .in(instrD[25:0])
);                           
Register_File #(32,32) U5_Register_File (
    .readData1(rd1D),
    .readData2(rd2D),
    .writeData(resultW),
    .readAddr1(instrD[25:21]),
    .readAddr2(instrD[20:16]),
    .writeAddr(writeRegW),
    .writeEnable(regWriteW),
    .clk(clk),
    .reset(rst)
);                           
MUX #(32)  U6_MUX (
    .out(equalDIn1),
    .in1(aluOutM),
    .in2(rd1D),
    .sel(forwardAD)
);                           
MUX #(32)  U7_MUX (
    .out(equalDIn2),
    .in1(aluOutM),
    .in2(rd2D),
    .sel(forwardBD)
);                           
equality #(32)  U8_equality (
    .in1(equalDIn1),
    .in2(equalDIn2),
    .equalD(equalD)
);                           
endmodule
module equality #(
    parameter WIDTH  = 32   
) ( 
    input     wire  [WIDTH-1:0]            in1, in2,
    output    wire                         equalD
);
assign equalD   =   (in1 == in2);
endmodule
module pcBranch #(
    parameter WIDTH = 32
) (
    output wire [WIDTH-1:0] pcBranch, 
    input  wire [WIDTH-1:0] shiftedSignImm,
    input  wire [WIDTH-1:0] pcPlusFour
);
assign pcBranch = shiftedSignImm + pcPlusFour; 
endmodule
module shiftLeftTwice #(
    parameter WIDTHOut = 32,
    parameter WIDTHIn  = 32
) (
    output wire [WIDTHOut-1:0] out, 
    input  wire [WIDTHIn-1:0] in
);
assign out = in << 2; 
endmodule
module signExtend #(
    parameter OUTPUT_WIDTH = 32,
    parameter INPUT_WIDTH  = 16
) (
    output wire [OUTPUT_WIDTH-1:0] dataOut,
    input  wire [INPUT_WIDTH-1:0]  dataIn
);
assign dataOut = {{(OUTPUT_WIDTH-INPUT_WIDTH) {dataIn[INPUT_WIDTH-1]}}, dataIn};
endmodule
==> run.sh <==
#!/bin/bash
# OpenROAD 26Q1-2900-gdf79404cd8, Yosys 0.63+post, stock flow scripts
make -C /OpenROAD-flow-scripts/flow DESIGN_CONFIG=/design/flow/config.mk WORK_HOME=/design/flow/orfs finish
==> config.mk <==
export PLATFORM = sky130hd
export DESIGN_NAME = decodeStage
export DESIGN_NICKNAME = decodeStage
export VERILOG_FILES = /design/flow/design.v
export SDC_FILE = /design/flow/constraint.sdc
export NUM_CORES = 4
export LEC_CHECK = 1
export CORE_UTILIZATION = 40
==> constraint.sdc <==
current_design decodeStage

set clk_period 12.0
set clk_io_pct 0.2

create_clock -name clk0 -period $clk_period [get_ports {clk}]

set non_clock_inputs [all_inputs -no_clocks]
set_input_delay [expr $clk_period * $clk_io_pct] -clock clk0 $non_clock_inputs
set_output_delay [expr $clk_period * $clk_io_pct] -clock clk0 [all_outputs]
==> results.txt <==
Implementation run completed; key figures follow.

Floorplanning:
- According to the floorplan report, the total die area is 142000 µm².
- The run gives the site row count as 137.
- The run gives the floorplan die height as 377 µm.
- The run puts the fraction of the core area occupied by cells at floorplan at 40.4%.
- The run gives the area of the core as 140000 µm².
- Pin placement for this block handled 326 I/O pins.
- The run gives the floorplan die width as 377 µm.

Finish:
- Counting the fill cells in the layout gives 12.6k.
- After the flow finishes, the layout carries non-filler instances totaling 7242.
- The run gives the fraction of the core area covered by cells at the end of the flow as 48.2%.
- In the layout the commonest cells are sky130_fd_sc_hd__mux2_2, sky130_fd_sc_hd__dfrtn_1, sky130_fd_sc_hd__a22oi_1.
- Relative to the synthesized area, the layout overhead comes to 19.4%.
- The run gives the total area of sequential cells as 25600 µm².
- The registers reported with the highest flop counts are U5_Register_File.MEM: 1024 flops.
- The run puts the combinational gate area at 29000 µm².
- The run puts the proportion of layout cells with a drive suffix above 1 at 33.6%.
- The run gives the largest register by flop count as U5_Register_File.MEM.
- The register with the most flip-flops in the layout has 1024 of them.
- By instance count after routing, the leading logic cell type is sky130_fd_sc_hd__mux2_2.

Flow run:
- The run puts the OpenROAD warning count at 41.
- The run gives the max-capacitance violation count as 0.

Drt:
- The script logs the ratio of routed vias to standard cells as 7.10.
- The run gives the total wire length as 308 mm.
- The DRC violation total left in the routed layout is recorded as 0.
- The run puts the routed length per placed instance at 42.6 µm.
- The run puts the number of design-rule violations left by the first detailed-router iteration at 6493.
- In this run the remaining antenna-violating nets after routing total 0.
- The run gives the detailed-route via count as 51.4k.
- In the log, the iteration count for the first detailed-route pass is 10.

Power and ir drop:
- The run gives the peak supply drop as 119 µV.
- The internal portion of the total power is 7.51 mW.
- The run gives the combinational share of power as 20.2%.
- The script extracted a total leakage power of 30.1 nW.
- The run puts the switching power summed over all nets at 3.26 mW.
- The run puts the total power of the final layout at 10.8 mW.
- The run gives the proportion of power drawn by the clock network as 35.3%.
- Dividing total power by cell area gives a power density of 160 nW/µm².
- Net switching is 30.3% of the power.
- The run puts the proportion of power drawn by flip-flops and latches at 44.5%.

Global routing:
- Entering global routing, the biggest net connects 122 pins.
- The run puts the first-pass GRT wire length at 418 mm.
- The run puts the via count of the first global-routing pass at 50.0k.
- The total overflow left after global routing is 0.
- The run puts the initial antenna violation count at 26.
- The run gives the overall routing resource usage as 44.7%.

Outcome:
- The checks that failed: negative setup slack.
- The flow ran to the end, but the final reports show violations.

Clock network:
- The timing report gives the clock slew at the launch and capture registers of the worst setup and hold paths as 0.05 ns.
- Per the skew report, the later register of the worst-skew pair sees a clock latency of 0.70 ns.
- The run gives the TritonCTS sink count as 1024.
- The run gives the cell at the root of the clock tree as sky130_fd_sc_hd__clkbuf_16.
- In this run the number of H-tree levels came out at 3.
- The run puts the number of buffers inserted for hold repair after clock tree synthesis at 0.
- In this run, CTS created clock tree buffers numbering 112.
- The run puts the maximum clock path buffer count at 3.
- TritonCTS built the clock tree.

Timing:
- Setup repair after global routing could not meet its margin everywhere.
- The run gives the final number of max-transition violations as 0.
- The run gives the slew of the pin with the lowest slew margin as 1.08 ns.
- In the final timing run, aggregate negative setup slack is -0.239 ns.
- The run gives the worst hold margin as 0.459 ns.
- The run gives the worst slew margin relative to its limit as 27.9%.
- The final hold violation count recorded for this run is 0.
- The run gives the maximum clock skew at final layout as 0 ns.
- The run gives the final setup violation count as 1.
- The run puts the final worst-path setup slack at -0.239 ns.

Critical path:
- At the worst endpoint, the required time is 9.60 ns.
- STA classifies the critical path startpoint as a flip-flop.
- The run puts the slack of the worst reg-to-reg path at 11.06 ns.
- The run gives the data arrival time at the worst-slack endpoint as 9.84 ns.
- The run gives the highest net fanout along the worst path as 3.
- Looking at the setup timing report, the critical path kind is flip-flop to output pin.
- The worst setup path is captured at an output pin.

Yosys:
- The post-synth count of flops with an enable pin is 0.
- The run puts the register area share after synthesis at 45.5%.
- The run puts the chip area in the Yosys report at 56300 µm².
- The synthesis run identifies the leading combinational cell family as multiplexers.
- Yosys mapped the design onto 92 distinct sky130hd cell types.
- The cell area that synthesis handed to floorplanning was 56300 µm².
- Among all flip-flop cells after synthesis, the most frequent one is sky130_fd_sc_hd__dfrtn_1.
- For reference, the post-synthesis area per instance comes to 11.1 µm².
- The run puts the area fraction in full adders, half adders and majority gates at 0.680%.
- The run gives the total number of yosys warnings as 2.
- The run puts the post-synthesis cell count from yosys at 5068.
- The run gives the post-synthesis compound-gate area fraction as 12.4%.
- The run puts the multiplexer share of the synthesized area at 20.9%.
- The run puts the share of flip-flops with an asynchronous set or reset at 100%.
- The run puts the simple-gate share of the synthesized area at 13.4%.
- Synthesis produced a netlist whose cell count is 5068.
- The run gives the area share of xor/xnor cells in the synthesized design as 2.02%.
- The synthesized design contains 1024 register bits.

Placement:
- The run gives the cell count after placement as 7009.
- The run gives the detailed placer's ending HPWL as 185 mm.
- The placement report lists the number of port buffers as 303.
- The run puts the routability congestion estimate at 1.05.

Min path:
- The run gives the worst min-delay path class as flip-flop to flip-flop.
-- layout make-up --
cell class                 count  area share (%)
multi-input combinational   3448            43.1
sequential                  1024            38.1
timing repair buffer         644            9.19
clock buffer                 167            5.03
tap                         1876            3.49
clock inverter                43           0.939
inverter                      24           0.134
antenna                       16          0.0595
-- metal layers --
metal / vias up / global-route usage (%) / share of wire (%)
met4: 42 / 28.6 / 8.8
met2: 4581 / 58.1 / 39
met1: 25600 / 54.6 / 34
met3: 1554 / 29.0 / 18
li1: 19700 / - / -
met5: - / 1.37 / 0.19
-- cells in the mapped netlist, drive strengths merged (5+ instances only) --
master / number / area share, %
a22oi: 505 / 6.7
nor3: 30 / 0.28
nand2: 142 / 0.96
or4: 14 / 0.21
mux2: 1030 / 21
dfrtn: 1024 / 46
nand3b: 26 / 0.37
mux2i: 14 / 0.25
inv: 24 / 0.16
nor2: 172 / 1.2
a32oi: 8 / 0.12
buf: 281 / 3.0
o21ai: 21 / 0.19
and3: 378 / 4.2
nand4: 139 / 1.5
clkbuf: 296 / 2.0
nor4: 51 / 0.61
or3: 10 / 0.11
a222oi: 18 / 0.32
and4: 14 / 0.22
a21o: 13 / 0.17
nand2b: 16 / 0.18
a41oi: 5 / 0.078
a2111oi: 123 / 2.0
o32a: 5 / 0.089
a22o: 21 / 0.33
xor2: 57 / 0.89
a31oi: 31 / 0.36
and3b: 10 / 0.16
o31ai: 7 / 0.12
ha: 29 / 0.64
xnor2: 73 / 1.1
a221oi: 26 / 0.42
nor3b: 9 / 0.13
nor2b: 10 / 0.12
o211ai: 6 / 0.080
or3b: 11 / 0.17
a21oi: 58 / 0.52
nand3: 289 / 2.6
-- cells by family after synthesis --
logic type               Yosys count
other                              1
adder cells (fa/ha/maj)           30
AND-OR/OR-AND                    897
buffers and inverters            601
XOR/XNOR                         130
AND/OR/NAND/NOR                 1341
multiplexers                    1044
flip-flops                      1024
-- per-stage QoR --
stage	area (µm²)	worst slack, ns
global placement	62600	-0.511
detailed placement	62600	-0.504
CTS	67000	-0.163
finish	67300	-0.239
global route	67200	-0.364
floorplan	56300	1.17
-- what timing repair did --
item,4_1_cts,5_1_grt
setup buffers,5,3
resized,98,52
setup endpoints to repair,1,1
pin swaps,36,19
-- power by group through the flow --
stage	sequential [mW]	clock [mW]	combinational (mW)
finish	4.79	3.81	2.18
CTS	4.76	3.81	2.10
global route	4.86	3.94	2.27
-- critical path, stage by stage, from the launching register on --
cell,delay (ns)
sky130_fd_sc_hd__dfrtn_1,0.36
sky130_fd_sc_hd__and3_1,0.18
sky130_fd_sc_hd__a2111oi_0,0.52
sky130_fd_sc_hd__buf_4,0.21
sky130_fd_sc_hd__nand3_1,0.06
sky130_fd_sc_hd__nor4_1,0.28
sky130_fd_sc_hd__a21oi_1,0.19
sky130_fd_sc_hd__buf_4,0.22
sky130_fd_sc_hd__xnor2_1,0.33
sky130_fd_sc_hd__a41oi_1,0.24
sky130_fd_sc_hd__a221oi_2,0.26
sky130_fd_sc_hd__buf_4,0.19
sky130_fd_sc_hd__buf_2,0.10
-- final timing paths --
kind                                                   start                           end  cells after the start
worst min-delay path            U5_Register_File.MEM[16][31]  U5_Register_File.MEM[16][31]                      1
worst min register to register  U5_Register_File.MEM[16][31]  U5_Register_File.MEM[16][31]                      1
min in group asynchronous                                rst  U5_Register_File.MEM[25][27]                      1
worst max register to register   U5_Register_File.MEM[0][18]   U5_Register_File.MEM[0][18]                      1
worst max-delay path             U5_Register_File.MEM[11][3]                        equalD                     12
max in group asynchronous                                rst  U5_Register_File.MEM[13][23]                      3
Power is estimated from default activity; no workload was simulated.
