==> flow/design.v <==
module ALU #(
    parameter DATA_WIDTH = 32,
    parameter OP_WIDTH   = 4
) (
    output reg   [DATA_WIDTH-1:0]  aluOut,           
    input  wire  [OP_WIDTH-1:0]    aluFunc,          
    input  wire  [DATA_WIDTH-1:0]  A, B              
);
localparam ADD   =  4'b0000;
localparam SUB   =  4'b0001;
localparam MUL   =  4'b0010;
localparam SLT   =  4'b0011;
localparam AND   =  4'b0100;
localparam OR   =  4'b0101;
localparam XOR   =  4'b0110;
localparam NOR   =  4'b0111;
always @ (*)
    begin 
        case (aluFunc)
            ADD: aluOut = A + B;                     
            SUB: aluOut = A - B;                     
            MUL: aluOut = A * B;                     
            SLT: aluOut = (A < B) ? {{(DATA_WIDTH - 1){1'b0}}, 1'b1} :  {(DATA_WIDTH){1'b0}};   
            AND: aluOut = A && B;                    
            OR: aluOut = A || B;                     
            XOR: aluOut = (A != 0) != (B != 0);      
            NOR: aluOut = (A != 0) == (B != 0);      
            default: aluOut = {(DATA_WIDTH){1'b0}};
        endcase
    end
endmodule
module MUX #(
    parameter WIDTH = 32
) (
    output wire [WIDTH-1:0] out, 
    input  wire [WIDTH-1:0] in1, in2,
    input  wire             sel
);
assign out = (sel) ? in1 : in2;
endmodule
module MUX4X1 #(
    parameter WIDTH = 32
) (
    output reg  [WIDTH-1:0] out, 
    input  wire [WIDTH-1:0] in1, in2, in3,
    input  wire [1:0]       sel
);
always @(*)
    begin
        case (sel)
            2'b00   : out = in1;
            2'b01   : out = in2;
            2'b10   : out = in3;
            default : out = {(WIDTH){1'b0}};
        endcase
    end
endmodule
module executeStage (
    input     wire              regDstE, aluSrcE,
    input     wire  [3:0]       aluControlE,
    input     wire  [31:0]      rd1D, rd2D,
    input     wire  [4:0]       rsE, rtE, rdE,
    input     wire  [31:0]      signImmE,
    input     wire  [31:0]      aluOutMOut, resultW,
    input     wire  [1:0]       forwardAE, forwardBE,
    output    wire  [4:0]       rsEHazardUnit, rtEHazardUnit,
    output    wire  [4:0]       writeRegE,
    output    wire  [31:0]      writeDataE, aluOutE
);
wire   [31:0]   srcAE, srcBE;
assign rsEHazardUnit = rsE;
assign rtEHazardUnit = rtE;
MUX #(5) U1_MUX (
    .out(writeRegE),
    .in1(rdE),
    .in2(rtE),
    .sel(regDstE)
);                       
MUX4X1 #(32) U2_MUX (
    .out(srcAE),
    .in1(rd1D),
    .in2(resultW),
    .in3(aluOutMOut),
    .sel(forwardAE)
);
MUX4X1 #(32) U3_MUX (
    .out(writeDataE),
    .in1(rd2D),
    .in2(resultW),
    .in3(aluOutMOut),
    .sel(forwardBE)
);
MUX #(32) U4_MUX (
    .out(srcBE),
    .in1(signImmE),
    .in2(writeDataE),
    .sel(aluSrcE)
);                    
ALU #(32,4) U5_ALU (
    .aluOut(aluOutE),
    .aluFunc(aluControlE),
    .A(srcAE),
    .B(srcBE)
);                   
endmodule
==> flow/run.sh <==
#!/bin/bash
# OpenROAD 26Q1-2900-gdf79404cd8, Yosys 0.63+post, stock flow scripts
make -C /OpenROAD-flow-scripts/flow DESIGN_CONFIG=/design/flow/config.mk WORK_HOME=/design/flow/orfs finish
==> flow/config.mk <==
export PLATFORM = sky130hd
export DESIGN_NAME = executeStage
export DESIGN_NICKNAME = executeStage
export VERILOG_FILES = /design/flow/design.v
export SDC_FILE = /design/flow/constraint.sdc
export NUM_CORES = 4
export LEC_CHECK = 1
export CORE_UTILIZATION = 50
==> flow/constraint.sdc <==
current_design executeStage

set clk_period 23.8
set clk_io_pct 0.2

create_clock -name clk0 -period $clk_period

set non_clock_inputs [all_inputs -no_clocks]
set_input_delay [expr $clk_period * $clk_io_pct] -clock clk0 $non_clock_inputs
set_output_delay [expr $clk_period * $clk_io_pct] -clock clk0 [all_outputs]
==> notes.md <==
The highest metal layer carrying signal wires in the routed design is met5. STA puts the critical path data arrival time at 14.87 ns. The post-route clock period utilization works out to 82.5%. The detailed router finished its first iteration with 1,394 violations. The run gives 16.0% for the post-synthesis simple-gate area fraction. Dividing the synthesized area by the synthesized cell count gives 8.20 um^2. The chip occupies 0.0421 mm^2. The critical path's slowest stage uses the library cell inv_1.

Entering global routing, the biggest net connects 55 pins. Per the detailed-route log, wirelength across all metal layers totals 88.1 mm. The routed layout has 19,219 vias. After floorplanning, the core was sized to cover 0.0408 mm^2. Most frequent cell on the critical path: fa_1.

During synthesis, Yosys emitted a total of 2 warnings. The report lists the number of standard-cell rows as 74. The internal portion of the total power is 2.21 mW. The met3 routed wirelength was 12.6 mm.

The clock period minus worst slack is 19.63 ns, and the largest stage delay on the critical path is 0.82 ns. Max-slew check failures listed in the final report amount to 0. The worst setup path is captured at a primary output.

Summing the sequential cell areas from Yosys gives 0% of the chip area. The first global-routing pass estimated 130 mm of wire. Global routing used 45.9% of the available tracks across all layers. Final tally of hold violations: 0. Per the timing report, the achievable frequency comes out to 0.0509 GHz.

The run gives 0.0207 mm^2 for the synthesis area per yosys. The run gives 3.25 mW as the reported net switching power. For the effective utilization at floorplan, the log shows 50.6%.

For this design, Yosys synthesis ends with a cell count of 2,520. The run gives 9.52 ns for the worst-case hold slack. The sequential cell area came out at 0 um^2.

The total routed wire length on the met1 layer is 32.4 mm, and the overall power is 5.45 mW. Unique cell type count in the Yosys netlist: 80. The tools report the post-synthesis instance area as 0.0207 mm^2. Per the detail_route log, met2 wirelength is 37.9 mm. The run gives 5.94 for the number of vias per cell.

The synthesis run shows the most used standard cells to be inv_1, fa_1, nor2_1. The synthesized netlist devotes 51.1% of its cell area to adder and majority cells. With the via count of the first global-routing pass at 20,053, the placer's final routability congestion estimate is 1.09. The switching power as a share of total power came out at 59.5%. The end-of-flow timing check tallies setup violations at 0. The biggest area contributor in the post-synthesis netlist is fa_1. The synthesis stats list as the most numerous cell inv_1. The number of filler instances in the final layout is 3,622. The finished layout reports a core utilization of 58.0%. The type recorded for the worst min-delay path is input pin to primary output.

The run gives 14.7% for the layout overhead on the synthesized area. Combinational family with the most area after synthesis: adder cells. According to the dpl log, the detail-placed design has an HPWL of 69.2 mm. The worst-case max-slew headroom was logged as 30.3%.

Of the total synthesized cell area, the portion taken by AND-OR and OR-AND cells is 11.7%. Highest net fanout along the worst path: 33. Post-synthesis xor/xnor area fraction: 4.84%. The run finished with clean final reports. For the worst min-delay path, the startpoint reported by OpenROAD is rsE[0].

For hold timing, the worst endpoint is rsEHazardUnit[0]. Summed over all cells, the static leakage comes to 11.4 nW. The run gives 19.04 ns for the data required time of the worst path. After synthesis, the largest area contributor takes up 39.7% of total cell area.

Per the power-grid run, VDD falls by no more than 1600 uV. According to the cell report, flip-flops and latches in the layout number 0. Per the layout report, the design carries 0 clock buffers. STA classifies the critical path startpoint as an input pin. The count of warning messages emitted by the tools was 63; the share of layout cells above drive strength 1 was 4.74%. Measured along the y axis, the die boundary spans 205 um.

The overall overflow remaining after global route was 0; the power per standard cell area was 230 mW/mm^2. The report counts max-capacitance violations totalling 0. Post-CTS repair changed the size of 0 cells. Setup repair after global routing left no endpoint under its margin. The worst-margin pin slew was 1.04 ns. During placement, the flow inserted port buffers numbering 254. In the final timing run, aggregate negative setup slack is 0 ns. The portion of synthesized area spent on multiplexers is 4.76%. The number of antenna violations at the first check in global routing was 7; the hold path depth was 0.

The first detailed-routing pass ran for 7 iterations. Sorting the synthesized cells by area gives the leading types as fa_1, ha_1, inv_1. The area of combinational cells with multiple inputs is 0.0183 mm^2. With the post-route antenna net violation count at 0, the I/O pin count is 264. Dividing the detail-routed wire length by the instance count gives 27.2 um.

Buffers inserted to repair hold after CTS numbered 0. The synthesized instance count is 2,520. Kind of critical path: input pin to primary output.

Per the OpenROAD floorplan log, the width of the die is 205 um. Post-CTS setup-driven buffer insertion count: 0. For this run, design rule violations remaining after detail routing come to 0.
logic make-up (layout without fill, tap and decap cells):
group	count (synthesis)	after routing
multiplexers	93	93
AND/OR/NAND/NOR	775	775
other	0	1
AND-OR/OR-AND	346	346
XOR/XNOR	108	108
adder cells (fa/ha/maj)	598	598
buffers and inverters	600	782
layout make-up:
cell class	count	share of cell area [%]
Tap cell	532	2.81
Multi-Input combinational cell	1920	77.2
Inverter	468	7.43
Antenna cell	1	0.0106
Timing Repair Buffer	314	12.5
worst max-delay path, delay by kind of cell:
family                   cells  cell delay (ns)
XOR/XNOR                     1             0.32
AND/OR/NAND/NOR              4             0.56
buffers and inverters        9             2.92
AND-OR/OR-AND                7             1.85
adder cells (fa/ha/maj)     10             4.42
per-layer routing:
layer	GRT usage [%]	vias up
met5	4.40	-
met4	19.0	18
met3	24.2	302
met2	65.3	1282
met1	59.8	9326
li1	-	8291
power groups by stage:
stage | sequential, mW | clock, mW | combinational, mW
global route | 0 | 0 | 5.82
CTS | 0 | 0 | 5.33
metrics by stage:
stage	worst slack [ns]	instance area, um^2	instances
final	4.17	23700	3235
after global routing	3.94	23700	3234
after CTS	4.48	23700	3234
after detailed placement	4.52	23700	3234
after global placement	4.49	23700	3234
after floorplan	6.56	20700	2520
cells in the final DEF, fill, tap and decap left out, types with 24 or more instances in the layout:
cell and n:
a21oi_1 77, buf_4 60, clkdlybuf4s50_1 249, fa_1 410
ha_1 188, inv_1 447, mux2_2 26, mux2i_1 63
nand2_1 275, nor2_1 347, nor3_1 24, o21a_1 27
o21ai_0 52, xnor2_1 81
worst max path at each step:
| stage | start | endpoint | slack (ns) | cells past startpoint |
|---|---|---|---|---|
| 5_1_grt | forwardAE[1] | aluOutE[31] | 3.94 | 31 |
| 6_report | forwardAE[1] | aluOutE[31] | 4.17 | 31 |
| 4_1_cts | forwardBE[0] | aluOutE[31] | 4.48 | 30 |
Power and IR drop assume default switching activity.
