**./run.sh**
```bash
#!/bin/bash
# OpenROAD 26Q1-2900-gdf79404cd8, Yosys 0.63+post, stock flow scripts
make -C /OpenROAD-flow-scripts/flow DESIGN_CONFIG=/design/flow/config.mk WORK_HOME=/design/flow/orfs finish
```
**./config.mk**
```make
export PLATFORM = sky130hd
export DESIGN_NAME = memStage
export DESIGN_NICKNAME = memStage
export VERILOG_FILES = /design/flow/design.v
export SDC_FILE = /design/flow/constraint.sdc
export NUM_CORES = 4
export LEC_CHECK = 1
export CORE_UTILIZATION = 50
```
**./constraint.sdc**
```tcl
current_design memStage

set clk_period 45.8
set clk_io_pct 0.2

create_clock -name clk0 -period $clk_period [get_ports {clk}]

set non_clock_inputs [all_inputs -no_clocks]
set_input_delay [expr $clk_period * $clk_io_pct] -clock clk0 $non_clock_inputs
set_output_delay [expr $clk_period * $clk_io_pct] -clock clk0 [all_outputs]
```
**./design.v**
```verilog
module dataMemory #(
    parameter DATA_WIDTH    = 32,
    parameter ADDRESS_WIDTH = 32,  
    parameter DEPTH         = 128  
) (
    output wire [DATA_WIDTH-1:0]    readData,        
    output wire [DATA_WIDTH-1:0]    testData,     
    input  wire [DATA_WIDTH-1:0]    writeData,       
    input  wire [ADDRESS_WIDTH-1:0] addr,            
    input  wire                     writeEnable,     
    input  wire                     clk,             
    input  wire                     reset            
);
integer i;
reg [DATA_WIDTH-1:0] dMEM [0:DEPTH-1]; 
always @(posedge clk or negedge reset)
    begin 
         if (!reset)
            begin
                for (i = 0; i < DEPTH; i = i + 1)
                    begin
                        dMEM [i] <= {(DATA_WIDTH){1'b0}};
                    end
            end
        else if (writeEnable)
            begin 
                dMEM [addr] <= writeData;
            end
    end
assign readData = dMEM [addr];  
assign testData = dMEM [{(ADDRESS_WIDTH) {1'b0}}];
endmodule
module memStage (
    output wire  [4:0]   writeRegMOut,
    output wire  [31:0]  aluOutMOut, 
    output wire  [31:0]  readDataM,
    output wire  [31:0]  aluOutM, 
    output wire  [4:0]   writeRegM,
    output wire  [31:0]  testDataOut, 
    input  wire  [4:0]   writeRegMIn, 
    input  wire  [31:0]  aluOutMIn, 
    input  wire  [31:0]  writeDataM, 
    input  wire          memWriteM, 
    input  wire          clk, 
    input  wire          reset 
);
assign writeRegM    = writeRegMIn;
assign writeRegMOut = writeRegMIn; 
assign aluOutM      = aluOutMIn; 
assign aluOutMOut   = aluOutMIn; 
dataMemory #(32, 32, 128) dataMemoryInstance
(
    .readData    (readDataM), 
    .testData    (testDataOut), 
    .writeData   (writeDataM), 
    .addr        (aluOutMIn),
    .writeEnable (memWriteM), 
    .clk         (clk), 
    .reset       (reset)
);                                   
endmodule
```
==> notes.md <==
Entry: Yosys synthesis followed by OpenROAD place and route.

Final layout:
- The register with the most flip-flops in the final layout is dataMemoryInstance.dMEM.
- Summing all flip-flop and latch instances after layout gives 102500 µm².
- The register with the most flip-flops in the layout has 4096 of them.
- The run puts the share of final-layout standard cells stronger than drive strength 1 at 44.22%.
- The run puts the number of filler cells placed in the layout at 27570.
- The run gives the area growth from synthesis to layout as 14.10%.
- The run puts the combinational gate area at ~73000 µm².
- The run gives the post-layout instance area as roughly 200000 µm².
- The largest registers in the layout are dataMemoryInstance.dMEM: 4096 flops.

Placement:
- The run gives the placed instance area as 188700 µm².
- According to the dpl log, the detail-placed design has an HPWL of ~700000 µm.
- The placement summary gives the final routability congestion estimate as 1.094.
- In this run the tool buffered the top-level ports with 119 buffer cells.
- The run gives the minimum setup slack after placement as 21590 ps.

Yosys:
- Before any placement, the netlist area is recorded as 179500 µm².
- The run gives the count of unique library cells instantiated by Yosys as 74.
- Sorting the Yosys area breakdown by cell type puts at the top sky130_fd_sc_hd__dfrtp_1.
- The run gives the number of cell instances after yosys synthesis as 13190.
- The run puts the fraction of registers with async set/reset at 100.0%.
- The run puts the gate count of the mapped netlist at 13190.
- The commonest cells after synthesis are sky130_fd_sc_hd__mux2_2 (4107), sky130_fd_sc_hd__dfrtp_1 (4096), sky130_fd_sc_hd__a22oi_1 (1356), sky130_fd_sc_hd__clkbuf_1 (657), sky130_fd_sc_hd__buf_2 (346).
- The synthesis report lists the Yosys warning total as 2.
- In this run, synthesis produced a sequential element count of 4096.
- The run gives the number of enable-type register cells in the synthesized netlist as 0.
- The run gives the most common cell in the synthesized netlist as sky130_fd_sc_hd__mux2_2.
- The main area contributors are sky130_fd_sc_hd__dfrtp_1 (57%), sky130_fd_sc_hd__mux2_2 (26%), sky130_fd_sc_hd__a22oi_1 (5.7%).
- The run puts the fraction of synthesized cell area taken by the top area cell type at 57.12%.
- After synthesis, the chip area reported by Yosys is 179500 µm².
- The run gives the post-synthesis sequential area ratio as 57.12%.
- The run gives the leading register cell type out of synthesis as sky130_fd_sc_hd__dfrtp_1.
- Per the post-synthesis stats, the area per cell is approximately 14 µm².

Final timing:
- The run gives the worst setup skew after layout as 0 ps.
- The run gives the relative slew slack as ~4.1%.
- The run puts the post-route clock period utilization at ~54%.
- The run puts the final setup violation count at 0.
- The run puts the number of hold violations in the final report at 0.
- Setup repair after global routing left no endpoint under its margin.
- Setup slack on the critical path of the routed design comes to 20960 ps.
- The run gives the fmax as 0.04025 GHz.
- The run gives the hold slack as 492.1 ps.
- Per the final report, max-transition violations number 0.
- The run puts the shortest clock period the worst path allows after layout at 24840 ps.
- The run gives the actual transition at the worst max-transition pin as about 1400 ps.
- The run gives the final total negative setup slack as 0 ps.

Drt:
- Once detail routing completed, the nets flagged for antenna violations numbered 2.
- For this block, the routed nets add up to 1132000 µm of wire.
- The run gives the average wire length per cell after detail routing as about 61 µm.
- The run puts the total via count after detailed routing at 149800.
- The DRC violation total left in the routed layout is recorded as 0.
- The run puts the number of optimization iterations in the first detailed-route pass at 9.
- In this run, the number of DRC markers left after iteration 0 of detailed routing was 17120.
- The run puts the post-detailed-route via-to-cell ratio at 8.027.

CTS:
- The run gives the CTS tree as built.
- As reported, the later end of the worst-skew pair has a clock insertion delay of 1050 ps.
- The run gives the clock tree buffer depth as 4.
- TritonCTS created 442 clock buffers.
- Post-CTS timing repair inserted 0 buffers for setup.
- The run puts the number of clock sinks seen by CTS at 4096.
- The number of gates resized after CTS was 0.
- The run gives the H-tree depth as 5.
- The post-CTS hold buffer count recorded in the log is 0.
- On the reported timing paths, the clock transition at the registers reads 60 ps.
- The run gives the root buffer cell as sky130_fd_sc_hd__clkbuf_16.

Floorplanning:
- The run gives the die footprint as 361300 µm².
- The run gives the core utilization before placement as 50.34%.
- The run puts the number of placement rows at approximately 220.
- The run puts the number of I/O pins at about 210.
- The run gives the floorplan die width as 601.1 µm.
- The run puts the floorplan die height at between 600 and 700 µm.
- The total area inside the core boundary comes to 356500 µm².

Setup path:
- For reference, the most critical setup path is categorized as in2out.
- The run gives the cell with the largest stage delay on the worst path as sky130_fd_sc_hd__nand4b_1.
- Walking the worst path, the cells encountered are buf_4 > buf_4 > nand4b_1 > buf_4 > buf_4 > nor2_4 > a311oi_1 > o21ai_0 > or4_4 > buf_4 > nor2_1 > a31oi_1 > clkdlybuf4s50_1.
- The run puts the worst endpoint required time at around 37000 ps.
- The run puts the arrival time of the worst setup path at ~16000 ps.
- Among all stages on the critical path, the maximum delay recorded is 930 ps.
- The critical path maximum fanout is 33.
- The most numerous cell type found on the critical path is sky130_fd_sc_hd__buf_4.
- The run gives the nature of the critical path endpoint as an output port.
- The worst setup path is launched from an input pin.

Status:
- The run finished, with violations left.
- The final reports fail on antenna rules.

Global routing:
- The run gives the residual overflow from global routing as 0.
- The run puts the wire length of the first global-routing pass at 1446000 µm.
- The global routing report lists combined usage of all routing layers as between 60% and 70%.
- The number of antenna violations at the first check in global routing came to 194.
- Entering global routing, the biggest net connects 132 pins.
- The number of global-route vias before repair was 139000.

Power and ir drop:
- The share of total power dissipated in sequential elements is 47.7%.
- The run gives the switching part of the total power as 25.66%.
- The run puts the largest vdd supply drop at 40.11 µV.
- Internal power comes to roughly 6.4 mW.
- The run puts the ratio of total power to cell area at 41.82 nW/µm².
- Combinational logic burns 8.4% of the power.
- The run gives the clock share of power as 43.8%.
- The run puts the standby leakage power at 98.15 nW.
- The analysis attributes to net switching a power of roughly 2.2 mW.
- Summing internal, switching and leakage power gives 8.562 mW.

Min path:
- In this run the worst hold path is classified as reg2reg.

Run:
- The run gives the number of max-cap violations as 0.
- The run puts the total tool warning count at approximately 90.
==> layout by cell type (no fill, tap or decap), types with 109 or more instances in the layout <==
master and count:
sky130_fd_sc_hd__clkbuf_1 109, sky130_fd_sc_hd__a22oi_1 1356, sky130_fd_sc_hd__clkbuf_16 445, sky130_fd_sc_hd__nand4_1 155, sky130_fd_sc_hd__a222oi_1 161, sky130_fd_sc_hd__o22ai_1 166
sky130_fd_sc_hd__nand2_4 125, sky130_fd_sc_hd__diode_2 422, sky130_fd_sc_hd__mux2_2 4107, sky130_fd_sc_hd__buf_4 838, sky130_fd_sc_hd__nand2_1 144, sky130_fd_sc_hd__dfrtp_1 4096
sky130_fd_sc_hd__nand3_1 141, sky130_fd_sc_hd__a22o_1 180
==> per-stage QoR <==
step	utilization, %	cells
after floorplan	-	13190
after global placement	52.94	17430
after detailed placement	52.95	17440
after CTS	57.14	18240
after global routing	57.22	18350
final	57.44	18660
==> layer usage <==
layer	GRT usage (%)	up-vias	routed length, µm
li1	-	50180	-
met1	69.73	77170	350800
met2	76.83	16350	425500
met3	58.03	5906	221200
met4	57.77	194	125800
met5	28.65	-	8361
==> final timing paths <==
path                                                       from                          endpoint  slack [ps]  cells after the start
min in group asynchronous                                 reset  dataMemoryInstance.dMEM[125][16]        8020                      1
worst min register to register   dataMemoryInstance.dMEM[74][7]    dataMemoryInstance.dMEM[74][7]         490                      1
worst max-delay path                               aluOutMIn[2]                      readDataM[1]       20960                     13
worst max register to register  dataMemoryInstance.dMEM[25][21]   dataMemoryInstance.dMEM[25][21]       44780                      1
worst min-delay path             dataMemoryInstance.dMEM[74][7]    dataMemoryInstance.dMEM[74][7]         490                      1
max in group asynchronous                                 reset   dataMemoryInstance.dMEM[42][19]       30440                     10
==> critical path, delay by kind of cell <==
family | cells | cell delay (ps)
buffers and inverters | 6 | 3240
AOI/OAI and AO/OA | 3 | 740
and+or+nand+nor | 4 | 2330
==> power by group through the flow <==
stage / Sequential, mW / Combinational, mW / Clock, mW
6_report: 4.09 / 0.723 / 3.75
5_1_grt: 4.11 / 0.738 / 3.87
4_1_cts: 4.08 / 0.692 / 3.72
==> logic make-up (layout without fill, tap and decap cells) <==
kind of cell | count (synthesis) | after routing | synth area share [%]
multiplexers | 4155 | 4155 | 26.06
flip-flops | 4096 | 4096 | 57.12
buffers and inverters | 1448 | 1746 | 3.483
other | 0 | 422 | 0
AND/OR/NAND/NOR | 1150 | 1150 | 3.355
AND-OR/OR-AND | 2341 | 2341 | 9.982
==> final cells by class <==
| class | instances | area share [%] |
|---|---|---|
| timing repair buffer | 938 | 3.661 |
| tap | 4751 | 2.903 |
| clock buffer | 659 | 6.344 |
| inverter | 5 | 0.009166 |
| multi-input combinational | 7646 | 35.56 |
| antenna | 422 | 0.5157 |
| sequential | 4096 | 50.06 |
| clock inverter | 144 | 0.9526 |
No activity file was given, so power comes from the tool's default toggle rates.
